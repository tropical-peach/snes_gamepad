==> flow/config.mk <==
export PLATFORM = sky130hd
export DESIGN_NAME = top
export DESIGN_NICKNAME = top
export VERILOG_FILES = /design/flow/design.v
export SDC_FILE = /design/flow/constraint.sdc
export NUM_CORES = 4
export LEC_CHECK = 1
export CORE_UTILIZATION = 50
==> flow/constraint.sdc <==
current_design top

set clk_period 10.7
set clk_io_pct 0.2

create_clock -name clk0 -period $clk_period [get_ports {clk}]

set non_clock_inputs [all_inputs -no_clocks]
set_input_delay [expr $clk_period * $clk_io_pct] -clock clk0 $non_clock_inputs
set_output_delay [expr $clk_period * $clk_io_pct] -clock clk0 [all_outputs]
==> flow/design.v <==
module snes_gamepad
    (
    input wire clk,
    input wire rst,
    input wire rd,
    output reg busy,
    output wire snes_clk,
    output reg snes_latch,
    input wire snes_data,
    output wire [15:0] buttons
    );
    localparam S_IDLE  = 2'b00,
               S_LATCH = 2'b01,
               S_CLOCK = 2'b10;
    localparam CLOCK_VALUE = 11'd599,    
               LATCH_VALUE = 11'd1199;   
    reg [1:0] state_ff, state_ns;
    reg [10:0] counter_ff, counter_ns;
    reg snes_clk_ff, snes_clk_ns;
    reg [3:0] btn_counter_ff, btn_counter_ns;
    reg [15:0] buttons_ff, buttons_ns;
    always @(posedge clk, posedge rst)
        if(rst)
            begin
                state_ff <= S_IDLE;
                counter_ff <= 11'd0;
                snes_clk_ff <= 1'b1;
                btn_counter_ff <= 4'd0;
                buttons_ff <= {16{1'b1}};
            end
        else
            begin
                state_ff <= state_ns;
                counter_ff <= counter_ns;
                snes_clk_ff <= snes_clk_ns;
                btn_counter_ff <= btn_counter_ns;
                buttons_ff <= buttons_ns;
            end
    always @*
        begin
            state_ns = state_ff;
            counter_ns = counter_ff;
            busy = 1'b0;
            snes_latch = 1'b0;
            snes_clk_ns = snes_clk_ff;
            btn_counter_ns = btn_counter_ff;
            buttons_ns = buttons_ff;
            case(state_ff)
                S_IDLE:
                    begin                    
                        if(rd)
                            begin
                                counter_ns = LATCH_VALUE;
                                btn_counter_ns = 4'd0;
                                buttons_ns = {16{1'b1}};
                                state_ns = S_LATCH;
                            end
                    end
                S_LATCH:
                    begin
                        busy = 1'b1;
                        snes_latch = 1'b1;
                        if(counter_ff)
                            begin
                                counter_ns = counter_ff - 11'd1;
                            end
                        else
                            begin
                                counter_ns = CLOCK_VALUE;
                                state_ns = S_CLOCK;
                            end
                    end
                S_CLOCK:
                    begin
                        busy = 1'b1;
                        if(counter_ff)
                            begin
                                counter_ns = counter_ff - 11'd1;
                            end
                        else
                            begin
                                counter_ns = CLOCK_VALUE;
                                snes_clk_ns = ~snes_clk_ff;
                                if(snes_clk_ff)
                                    buttons_ns = {snes_data, buttons_ff[15:1]};
                                else
                                    if(btn_counter_ff == 4'd15)
                                        state_ns = S_IDLE;
                                    else
                                        btn_counter_ns = btn_counter_ff + 5'd1;
                            end
                    end
                default:
                    begin
                        state_ns = S_IDLE;
                    end
            endcase
        end
    assign snes_clk = snes_clk_ff;
    assign buttons = ~buttons_ff;    
endmodule
module top
    (
    input clk,
    input rst_n,
    output snes_clk,     
    output snes_latch,   
    input snes_data,     
    output [15:0] led
    );
    localparam RD_COUNTER_MAX = 21'd1666666;     
    wire rst;
    wire rd, busy;
    wire [15:0] buttons;
    reg [20:0] rd_counter_ff;
    wire [20:0] rd_counter_ns;
    reg busy_ff;
    wire negedge_busy;
    reg [15:0] led_ff;
    wire [15:0] led_ns;
    assign rst = ~rst_n;
    assign negedge_busy = busy_ff & ~busy;
    snes_gamepad gamepad
        (
        .clk(clk),
        .rst(rst),
        .rd(rd),
        .busy(busy),
        .snes_clk(snes_clk),
        .snes_latch(snes_latch),
        .snes_data(snes_data),
        .buttons(buttons)
        );
    always @(posedge clk, posedge rst)
        if(rst)
            begin
                rd_counter_ff <= RD_COUNTER_MAX;
                busy_ff <= 1'b0;
                led_ff <= 16'd0;
            end
        else
            begin
                rd_counter_ff <= rd_counter_ns;
                busy_ff <= busy;
                led_ff <= led_ns;
            end
    assign rd = (rd_counter_ff) ? 1'b0 : 1'b1;
    assign rd_counter_ns = (rd_counter_ff) ? rd_counter_ff - 21'd1
                                           : RD_COUNTER_MAX;
    assign led_ns = (negedge_busy) ? buttons : led_ff;
    assign led = led_ff;
endmodule
==> flow/run.sh <==
#!/bin/bash
# OpenROAD 26Q1-2900-gdf79404cd8, Yosys 0.63+post, stock flow scripts
make -C /OpenROAD-flow-scripts/flow DESIGN_CONFIG=/design/flow/config.mk WORK_HOME=/design/flow/orfs finish
==> Slide: Implementation Results <==
Key Metrics from the Run

Outcome
  – Status: finished, final reports clean

Synthesis
  – Top cells by count, synth: dfrtp_1, nand2_1, dfstp_2, o21ai_0, nor2_1
  – Flip-flops with a built-in enable: 0
  – Mapped Cells: between 300 and 400
  – Dominant cell type by area after synthesis: dfrtp_1
  – Chip area estimate from yosys synthesis: ~3500 um2
  – Mapped Area: approximately 3500 um2
  – Synth area leaders: dfrtp_1, dfstp_2, mux2_4, o21ai_0, nand2_1
  – Post-Syn Area per Cell: 10.50 um2
  – Async S/R FF share, synth: roughly 100%
  – Post-synth regs: 73
  – Count leader, synth: dfrtp_1
  – Sequential area share after synthesis: between 50% and 60%
  – Yosys warns: 2
  – Cell Type Count: about 54
  – Top area contributor share: between 30% and 40%
  – Dominant flop cell: dfrtp_1
  – Ys cells: 336

Final timing
  – Final Cycle Share: roughly a third
  – Setup TNS: 0 ns
  – Setup slack after layout: 7.185 ns
  – Pins Over Slew Limit: 0
  – Tmin final: 3.515 ns
  – Worst Skew: 0.006721 ns
  – Max_slew headroom: between 40% and 50%
  – Final hold viol count: 0
  – # setup viols final: 0
  – Measured slew at the worst slew-check pin: between 0.8 and 0.9 ns
  – RSZ-0062 raised after global routing: no
  – Max Freq: 284.5 MHz

Route
  – DRC viols: 0
  – Detail Route Antenna Nets: 0
  – Drt via density: approximately 5.4
  – Wire per inst: approximately 13 um
  – 1st-iter DRT viols: 87
  – TritonRoute pass-1 iters: 4
  – Routed wire length: a little over 6 mm
  – Number of diodes: 0
  – Via count: 2448

Die
  – # IOs: 21
  – Core Rows: 30
  – Die Ht: 86.02 um
  – DIE AREA: approximately 7400 um2
  – Die X: between 80 and 90 um
  – Area of the core: roughly 6800 um2
  – Starting Density: ~52%

Clocking
  – Worst-case clock buffer depth: 2
  – CTS Buf Count: 9
  – Clk slew on worst S/H paths: 0.08 ns
  – CTS tree: done
  – Clk latency late pin: approximately 0.34 ns
  – Clock sinks: roughly 73
  – Post-CTS Resized: 0
  – Clock tree root buffer cell: clkbuf_8
  – Setup repair bufs after CTS: 0
  – CTS hold repair buffers: 0
  – H-tree depth reported by CTS: 3

Power
  – Switching Share: a little under a quarter
  – Clock power share: between 30% and 40%
  – Maximum vdd ir drop: about 0.059 mV
  – Lkg Pwr: ~1.6 nW
  – Power Internal: about 0.36 mW
  – Sequential share of power: around three fifths
  – Gate power share: 1.3%
  – Final Total Pwr: approximately 0.47 mW
  – P_sw: roughly 0.11 mW
  – PwrDens: about 120 nW/um2

Critical path
  – Slowest stage delay, CP: ~0.57 ns
  – Worst setup EP type: primary output
  – Setup crit start kind: flop
  – CP required: between 8 and 9 ns
  – CP delay by family, top: flip-flops
  – Worst path bufs/invs: 1
  – Critical path class: reg2out
  – Worst EP arrival: approximately 1.4 ns
  – Crit-path max FO: 5
  – CP max-delay cell: dfstp_2
  – CP cell instances: clkdlybuf4s50_1

GRT
  – First-pass GRT wire length: 10.85 mm
  – Total Routing Usage GR: between 10% and 20%
  – Total gr overflow: 0
  – Pin count of the biggest net entering global routing: roughly 42
  – Vias in the first global route: 2312
  – Initial antenna violation count: 0

Placed design
  – Detailed placement HPWL: ~4.1 mm
  – Placer Congestion: between 0.8 and 0.9
  – Port-buffer cells: 20
  – Post-Place Cells: between 400 and 500
  – Post-Place Worst Slack: about 7.4 ns

Job
  – Tool warnings: 26
  – Max Cap Viol: 0

Cells and area
  – Layout cell share with drive strength beyond 1: 21.67%
  – Fill cells: ~600
  – Logic cell area: roughly 1500 um2
  – Syn-to-layout area delta: 12.27%
  – FF/Latch Area: approximately 1900 um2
  – Final std cells w/o fill: approximately 460

Hold path
  – HP Class: reg2reg
[path summary, 6_finish.rpt]
check                                       from                      to  slack, ns  depth (start not counted)
setup / recovery             gamepad.snes_clk_ff                snes_clk       7.19                          1
hold / removal                        led_ff[14]              led_ff[14]       0.48                          2
setup reg to reg           gamepad.counter_ff[0]  gamepad.buttons_ff[14]       7.95                          7
hold reg to reg                       led_ff[14]              led_ff[14]       0.48                          2
max in group asynchronous                  rst_n  gamepad.buttons_ff[11]       7.85                          2
min in group asynchronous                  rst_n               led_ff[9]       1.85                          1
[placed cells by master (no fill, tap or decap), drive strengths merged, types with 3 or more instances in the layout]
| master | instances |
|---|---|
| clkinvlp | 3 |
| clkdlybuf4s50 | 19 |
| nor4b | 3 |
| a31oi | 3 |
| xor2 | 3 |
| buf | 4 |
| inv | 12 |
| or3 | 8 |
| mux2 | 16 |
| o21ai | 32 |
| o31ai | 3 |
| nor3 | 6 |
| xnor2 | 11 |
| nor4 | 9 |
| nor2 | 28 |
| nand2 | 38 |
| or2b | 8 |
| or4 | 3 |
| a21oi | 9 |
| nand3 | 11 |
| dfstp | 30 |
| dfrtp | 43 |
| nand2b | 10 |
| clkinv | 3 |
| clkbuf | 10 |
| ha | 4 |
[power by group through the flow]
stage / sequential (mW) / clock [mW] / combinational, mW
global route: 0.276 / 0.207 / 0.00710
finish: 0.276 / 0.187 / 0.00588
CTS: 0.276 / 0.196 / 0.00644
[cells by family (layout without fill, tap and decap cells)]
family / count (synthesis) / in the layout / synth area share, %
AND-OR/OR-AND: 68 / 68 / 12.62
XOR/XNOR: 14 / 14 / 3.474
adder cells (fa/ha/maj): 4 / 4 / 1.418
buffers and inverters: 27 / 51 / 3.474
flip-flops: 73 / 73 / 52.82
multiplexers: 16 / 16 / 6.168
AND/OR/NAND/NOR: 134 / 134 / 20.03
[flip-flops by register name, summed over array words and instances, names as in the netlist]
signal	flops
gamepad.btn_counter_ff	4
gamepad.buttons_ff	16
busy_ff	1
rd_counter_ff	21
gamepad.counter_ff	11
gamepad.state_ff	3
gamepad.snes_clk_ff	1
led_ff	16
[per-layer routing]
layer,up-vias,GRT usage [%],routed length (um)
met4,0,2.879,93
met2,42,28.57,2726
met5,-,0,0
li1,1231,-,-
met3,8,2.930,192
met1,1167,31.99,3137
[metrics by stage]
step | cell area (um2) | util (%) | hold WS, ns
3_3_place_gp | 3790 | 55.78 | 0.4603
2_1_floorplan | 3530 | - | 0.4257
3_5_place_dp | 3790 | 55.78 | 0.4690
5_1_grt | 3963 | 58.32 | 0.5150
4_1_cts | 3963 | 58.32 | 0.4870
6_report | 3963 | 58.32 | 0.4763
[cell type report]
class | count | share of cell area [%]
Clock buffer | 10 | 3.221
Clock inverter | 6 | 1.137
Inverter | 12 | 1.137
Multi-Input combinational cell | 236 | 38.93
Sequential cell | 73 | 47.05
Tap cell | 96 | 3.031
Timing Repair Buffer | 23 | 5.494
Power and IR drop assume default switching activity.
